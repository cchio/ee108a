**/design/flow/run.sh**
```bash
#!/bin/bash
# OpenROAD 26Q1-2900-gdf79404cd8, Yosys 0.63+post, stock flow scripts
make -C /OpenROAD-flow-scripts/flow DESIGN_CONFIG=/design/flow/config.mk WORK_HOME=/design/flow/orfs finish
```
**/design/flow/config.mk**
```make
export PLATFORM = sky130hd
export DESIGN_NAME = dynamics_calc2
export DESIGN_NICKNAME = dynamics_calc2
export VERILOG_FILES = /design/flow/design.v
export SDC_FILE = /design/flow/constraint.sdc
export NUM_CORES = 4
export LEC_CHECK = 1
export CORE_UTILIZATION = 30
```
**/design/flow/constraint.sdc**
```tcl
current_design dynamics_calc2

set clk_period 11.5
set clk_io_pct 0.2

create_clock -name clk0 -period $clk_period [get_ports {clk}]

set non_clock_inputs [all_inputs -no_clocks]
set_input_delay [expr $clk_period * $clk_io_pct] -clock clk0 $non_clock_inputs
set_output_delay [expr $clk_period * $clk_io_pct] -clock clk0 [all_outputs]
```
**/design/flow/design.v**
```verilog
module dynamics_calc2 (
    input clk,
    input reset,
    input samples_in_ready,
    input [7:0] velocity,
    input signed [15:0] sample_in1,
    input [7:0] gain1,
    input decay_type1,
    input signed [15:0] sample_in2,
    input [7:0] gain2,
    input decay_type2,
    input signed [15:0] sample_in3,
    input [7:0] gain3,
    input decay_type3,
    input signed [15:0] sample_in4,
    input [7:0] gain4,
    input decay_type4,
    input signed [15:0] sample_in5,
    input [7:0] gain5,
    input decay_type5,
    input signed [15:0] sample_in6,
    input [7:0] gain6,
    input decay_type6,
    input signed [15:0] sample_in7,
    input [7:0] gain7,
    input decay_type7,
    input signed [15:0] sample_in8,
    input [7:0] gain8,
    input decay_type8,
    output samples_out_ready,
    output signed [15:0] sample_out1,
    output signed [15:0] sample_out2,
    output signed [15:0] sample_out3,
    output signed [15:0] sample_out4,
    output signed [15:0] sample_out5,
    output signed [15:0] sample_out6,
    output signed [15:0] sample_out7,
    output signed [15:0] sample_out8
);
    wire signed [15:0] sample_in_array [7:0];
    wire [7:0] gain_array [7:0];
    wire [7:0] decay_array;
    reg signed [15:0] sample_out_array [7:0];
    reg [3:0] next_state, next_sub_state;
    wire [3:0] curr_state, curr_sub_state;
    wire [3:0] count;
    wire [7:0] mult1;
    wire [7:0] mult;
    wire signed [15:0] scaler_input1;
    wire signed [15:0] scaler_input;
    wire signed [15:0] scaler_output;
    wire samples_out_ready1;
    assign {sample_in_array[7], sample_in_array[6], sample_in_array[5],
      sample_in_array[4], sample_in_array[3], sample_in_array[2],
      sample_in_array[1], sample_in_array[0]} = {sample_in8, sample_in7,
      sample_in6, sample_in5, sample_in4, sample_in3, sample_in2, sample_in1};
    assign {gain_array[7], gain_array[6], gain_array[5], gain_array[4], gain_array[3],
      gain_array[2], gain_array[1], gain_array[0]} = {gain8, gain7, gain6, gain5,
      gain4, gain3, gain2, gain1};
    assign decay_array = {decay_type8, decay_type7, decay_type6, decay_type5,
      decay_type4, decay_type3, decay_type2, decay_type1};
    assign samples_out_ready1 = (count == 4'd8) && (curr_state == 4'd4) &&
      (curr_sub_state == 4'd7);
    assign mult1 = ((curr_state == 4'b0) || (count != 4'b0))
      ? mult
      : (curr_state == 4'd1)
        ? gain_array[curr_sub_state]
        : (curr_state != 4'd4)
          ? decay_array[curr_sub_state] ? gain_array[curr_sub_state] : 8'd128
          : velocity + 8'b1;
    assign scaler_input1 = ((curr_state == 4'b0) || (count != 4'b0))
      ? scaler_input
      : (curr_state == 4'd1)
        ? sample_in_array[curr_sub_state]
        : scaler_output;
    dffr samples_out_ready_ff (
        .clk(clk),
        .r(reset),
        .d(samples_out_ready1),
        .q(samples_out_ready)
    );
    dffr #(.WIDTH(4)) state1 (
        .clk(clk),
        .r(reset),
        .d(next_state),
        .q(curr_state)
    );
    dffr #(.WIDTH(4)) sub_state (
        .clk(clk),
        .r(reset),
        .d(next_sub_state),
        .q(curr_sub_state)
    );
    dffre #(.WIDTH(4)) counter (
        .clk(clk),
        .r(reset),
        .en(curr_state != 4'b0),
        .d((count == 4'd8) ? 4'b0 : count + 4'b1),
        .q(count)
    );
    dffr #(.WIDTH(8)) multiplier (
        .clk(clk),
        .r(reset),
        .d(mult1),
        .q(mult)
    );
    dffr #(.WIDTH(16)) sample_out1_ff (
        .clk(clk),
        .r(reset),
        .d(sample_out_array[0]),
        .q(sample_out1)
    );
    dffr #(.WIDTH(16)) sample_out2_ff (
        .clk(clk),
        .r(reset),
        .d(sample_out_array[1]),
        .q(sample_out2)
    );
    dffr #(.WIDTH(16)) sample_out3_ff (
        .clk(clk),
        .r(reset),
        .d(sample_out_array[2]),
        .q(sample_out3)
    );
    dffr #(.WIDTH(16)) sample_out4_ff (
        .clk(clk),
        .r(reset),
        .d(sample_out_array[3]),
        .q(sample_out4)
    );
    dffr #(.WIDTH(16)) sample_out5_ff (
        .clk(clk),
        .r(reset),
        .d(sample_out_array[4]),
        .q(sample_out5)
    );
    dffr #(.WIDTH(16)) sample_out6_ff (
        .clk(clk),
        .r(reset),
        .d(sample_out_array[5]),
        .q(sample_out6)
    );
    dffr #(.WIDTH(16)) sample_out7_ff (
        .clk(clk),
        .r(reset),
        .d(sample_out_array[6]),
        .q(sample_out7)
    );
    dffr #(.WIDTH(16)) sample_out8_ff (
        .clk(clk),
        .r(reset),
        .d(sample_out_array[7]),
        .q(sample_out8)
    );
    dffr #(.WIDTH(16)) scaler_in (
        .clk(clk),
        .r(reset),
        .d(scaler_input1),
        .q(scaler_input)
    );
    pipelined_scaler1_128 scaler (
        .clk(clk),
        .reset(reset),
        .multiplier(mult),
        .in(scaler_input),
        .out(scaler_output)
    );
    always @(*) begin
        if (reset) begin
            next_state = 4'b0;
            next_sub_state = 4'b0;
            sample_out_array[0] = 16'b0;
            sample_out_array[1] = 16'b0;
            sample_out_array[2] = 16'b0;
            sample_out_array[3] = 16'b0;
            sample_out_array[4] = 16'b0;
            sample_out_array[5] = 16'b0;
            sample_out_array[6] = 16'b0;
            sample_out_array[7] = 16'b0;
        end
        else if (curr_state == 4'b0) begin
            next_sub_state = 4'b0;
            if (samples_in_ready) next_state = 4'b1;
        end
        else begin
            if (curr_state == 4'd1) begin
                if (count == 4'd8)
                    next_state = curr_state + 4'b1;
                else begin
                    next_state = curr_state;
                    next_sub_state = curr_sub_state;
                end
            end
            else if (curr_state != 4'd4) begin
                if (count == 4'd8)
                    next_state = curr_state + 4'b1;
                else begin
                    next_state = curr_state;
                    next_sub_state = curr_sub_state;
                end
            end
            else begin
                if (count == 4'd8) begin
                    sample_out_array[curr_sub_state] = scaler_output;
                    if (curr_sub_state == 4'd7) begin
                        next_state = 4'b0;
                        next_sub_state = 4'b0;
                    end
                    else begin
                        next_state = 4'b1;
                        next_sub_state = curr_sub_state + 4'b1;
                    end
                end
                else
                    next_state = curr_state;
            end
        end
    end
endmodule
module pipelined_scaler1_128 (
    input clk,
    input reset,
    input [7:0] multiplier,
    input signed [15:0] in,
    output signed [15:0] out
);
    wire [7:0] mult1, mult;
    wire signed [15:0] sample_in_ff1, sample_in_ff, result1, result;
    wire [15:0] usample_ff1, usample_ff, uresult1, uresult;
    wire [22:0] shift1, shift;
    wire [29:0] product1, product;
    assign sample_in_ff1 = in;
    assign mult1 = multiplier;
    assign usample_ff1 = (sample_in_ff[15])
      ? ~(sample_in_ff-16'b1)
      : sample_in_ff;
    assign shift1 = {usample_ff, 7'b0}>>7;
    assign product1 = {mult, 7'b0}*shift;
    assign uresult1 = product[29:14];
    assign result1 = (sample_in_ff[15])
      ? (~(uresult))+16'b1
      : uresult;
    assign out = result;
    dffr #(.WIDTH(16)) sample_in (
        .clk(clk),
        .r(reset),
        .d(sample_in_ff1),
        .q(sample_in_ff)
    );
    dffr #(.WIDTH(8)) scaler (
        .clk(clk),
        .r(reset),
        .d(mult1),
        .q(mult)
    );
    dffr #(.WIDTH(16)) usample (
        .clk(clk),
        .r(reset),
        .d(usample_ff1),
        .q(usample_ff)
    );
    dffr #(.WIDTH(23)) shifted_val (
        .clk(clk),
        .r(reset),
        .d(shift1),
        .q(shift)
    );
    dffr #(.WIDTH(30)) product_ff (
        .clk(clk),
        .r(reset),
        .d(product1),
        .q(product)
    );
    dffr #(.WIDTH(16)) uresult_ff (
        .clk(clk),
        .r(reset),
        .d(uresult1),
        .q(uresult)
    );
    dffr #(.WIDTH(16)) result_ff (
        .clk(clk),
        .r(reset),
        .d(result1),
        .q(result)
    );
endmodule
module dff #(parameter WIDTH = 1) (
    input clk,
    input [WIDTH-1:0] d,
    output reg [WIDTH-1:0] q
);
    always @(posedge clk) 
        q <= d;
endmodule
module dffr #(parameter WIDTH = 1) (
    input clk,
    input r,
    input [WIDTH-1:0] d,
    output reg [WIDTH-1:0] q
);
    always @ (posedge clk) 
        if (r) 
            q <= {WIDTH{1'b0}};
        else
            q <= d;
endmodule
module dffre #(parameter WIDTH = 1) (
    input clk,
    input r,
    input en,
    input [WIDTH-1:0] d,
    output reg [WIDTH-1:0] q
);
    always @(posedge clk)
        if (r)
            q <= {WIDTH{1'b0}};
        else if (en)
            q <= d;
        else
            q <= q;
endmodule
```
==> impl_metrics.toml <==
# synthesis and place-and-route metrics
[run_status]
status = "complete, no violations"

[clocking]
ctsResizeCount = 0
path_clk_slew_ps = 70
clockBufferDepth = 3
numCtsBuffers = 29
htreeDepth = 1
clkLatencyLatePin_ps = 570
cts-root-buf = "clkbuf_16"
cts_setup_buffers = 0
cts_tree = "built"
cts_hold_buf = 0

[final_timing]
unclocked_regs = 136
min_period_over_period_pct = 41.4
hold_violations = 0
final_max_slew_viol_count = 0
skew_ps = 18.3
untimed_endpoints = 136
post-route-min-period_ps = 4760
finalSetupViolations = 0
max_freq_mhz = 210
relSlewSlack_pct = 40.3
rsz0062_at_grt = "no"
tightest_slew_ps = 893
setup-tns-final_ps = 0

[place]
hpwl_mm = 35.6
dpl_cell_area_mm2 = 0.0202
port_buffers = 339
gp_congestion = 0.930

[synthesis]
ys_types = 71
synth_flops = 405
synthArstFlopShare_pct = 0
top_cell_area_share_pct = 33.6
syn_area_mm2 = 0.0160
edf_count = 0
ys_top_cells_by_area = "dfxtp_1 (34%), dlxtn_1 (13%), fa_1 (10%)"
synth.avg_cell_area_um2 = 9.90
yosysTopAreaCell = "dfxtp_1"
dominantRegCellSynth = "dfxtp_1"
yosysCellCount = 1619
netlist_instances = 1619
ys_warn_count = 10
ys_area_mm2 = 0.0160

[flow_run]
tool_warnings = 36
maxCapViolCount = 0

[power]
p_leak_nw = 8.88
finalPower_mw = 2.07
ir_worst_vdd_uv = 100
power.density_mw_per_mm2 = 97.6

[floorplanning]
core_mm2 = 0.0527
io_pins = 340
die_w_um = 233
chipArea_mm2 = 0.0543
initCoreUtil_pct = 30.4
die_y_um = 233
num_rows = 84

[critical_path]
cp-end-kind = "flop"
reg2reg_slack_ps = 6740
cp.required_ps = 11980
crit_path_start_kind = "flop"
path_class = "flop to flop"
crit_path_max_fanout = 16
arrival_ps = 5240

[global_routing]
track_usage_pct = 17.9
grt_max_degree = 189
first_global_vias = 12595
antenna_found_initial = 0
grt_pass1_wl_mm = 71.2
grt_overflow = 0

[finish]
fillers = 5051
drive_gt1_share_pct = 6.75
flop_area_mm2 = 0.00743
fin_area_mm2 = 0.0212
area_delta_synth_final_pct = 32.2
logic_area_mm2 = 0.00790

[routing]
vias = 12356
wire_per_inst_um = 17.9
antenna_left = 0
firstDrtPassIters = 8
diodes = 0
drtIter0Drc = 651
routed_via_density = 4.67
drc = 0
routed_wl_mm = 47.3

[min_path]
min-delay-path-class = "flop to flop"
[through the flow]
stage	hold WS, ps	setup WS [ps]	util (%)	cells
2_1_floorplan	414	7150	-	1619
3_3_place_gp	428	6860	38.3	2589
3_5_place_dp	422	6800	38.3	2589
4_1_cts	436	6750	40.2	2643
5_1_grt	448	6490	40.2	2643
6_report	433	6740	40.2	2643
[cell type report]
class                   count  share of cell area [%]
repair buffers            367                    17.1
inverters                  99                    1.75
flip-flops and latches    405                    35.1
clock buffers              31                    3.55
multi-input cells        1030                    37.3
well taps                 688                    4.06
clock inverters            23                    1.20
[worst paths after layout]
kind / endpoint / startpoint / cells after the start
hold / removal: scaler.shifted_val.q[10] / scaler.usample.q[10] / 1
setup / recovery: scaler.product_ff.q[29] / scaler.scaler.q[4] / 11
hold reg to reg: scaler.shifted_val.q[10] / scaler.usample.q[10] / 1
setup reg to reg: scaler.product_ff.q[29] / scaler.scaler.q[4] / 11
[synth_stat cells (14+ instances only)]
cell / instances
mux2_2: 26
ha_1: 53
nor3_1: 17
fa_1: 82
dfxtp_1: 269
o21ai_0: 20
xnor2_1: 17
a222oi_1: 25
a221oi_1: 15
inv_1: 99
nand3_1: 24
and2_1: 74
a211o_1: 14
nand2_1: 131
nor2_1: 88
nor2b_1: 213
a21oi_1: 58
xor2_1: 25
dlxtn_1: 136
clkbuf_1: 66
[metal layers]
metal  wire (µm)  part of all wire (%)  global-route usage (%)  vias up
met5           0                     0                       0        -
met4        1200                   2.5                    4.13        0
met3        2540                   5.4                    3.03       64
met2       24000                    51                    31.2      370
met1       19600                    41                    23.4     5953
li1            -                     -                       -     5969
[flip-flops by register name (all words and copies together), names as in the netlist, 16 cells and up]
signal	cells
sample_out1_ff.q	16
sample_out2_ff.q	16
sample_out3_ff.q	16
sample_out4_ff.q	16
sample_out5_ff.q	16
sample_out6_ff.q	16
sample_out7_ff.q	16
sample_out8_ff.q	16
sample_out_array	128
scaler.product_ff.q	16
scaler.result_ff.q	16
scaler.sample_in.q	16
scaler.shifted_val.q	16
scaler.uresult_ff.q	16
scaler.usample.q	16
scaler_in.q	16
[critical path, cell delays in order (launching register included)]
cell       delay (ps)
dfxtp_1           700
and2_1            240
fa_1              440
fa_1              590
fa_1              440
fa_1              440
ha_1              420
nand4_2           140
or4b_4            590
a2111oi_0         440
o21ai_0           170
o31ai_1            80
[logic make-up after synthesis]
kind of cell               after synthesis  synth area share (%)
AOI/OAI and AO/OA                      218                  9.95
xor gates and xnor gates                42                  2.30
adders and majority gates              135                  14.4
buffers and inverters                  184                  4.39
DFF                                    269                  33.6
latches                                136                  12.7
muxes                                   36                  2.63
and+or+nand+nor                        599                  20.0
[placed cells by master, fill, tap and decap left out, drive strengths merged, types with 9 or more instances in the layout]
| master | Yosys | layout |
|---|---|---|
| and2 | 80 | 80 |
| xnor2 | 17 | 17 |
| xor2 | 25 | 25 |
| nand3 | 24 | 24 |
| o31ai | 9 | 9 |
| dlxtn | 136 | 136 |
| inv | 99 | 101 |
| a22oi | 10 | 10 |
| dfxtp | 269 | 269 |
| o21ai | 23 | 23 |
| a221oi | 15 | 15 |
| ha | 53 | 53 |
| clkinv | 0 | 12 |
| fa | 82 | 82 |
| a222oi | 25 | 25 |
| clkbuf | 66 | 31 |
| a21oi | 59 | 59 |
| buf | 19 | 29 |
| a211o | 14 | 14 |
| nand2 | 131 | 131 |
| mux2 | 29 | 29 |
| nor3 | 17 | 17 |
| nor2b | 213 | 213 |
| nor2 | 88 | 88 |
| clkdlybuf4s50 | 0 | 338 |
[where the power goes]
part,switching [mW],internal (mW),total [mW]
Clock,0.400,0.569,0.969
Sequential,0.00657,0.952,0.959
Combinational,0.0592,0.0803,0.139
Power is estimated from default activity; no workload was simulated.
