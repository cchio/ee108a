<file path="flow/config.mk">
export PLATFORM = sky130hd
export DESIGN_NAME = song_reader
export DESIGN_NICKNAME = song_reader
export VERILOG_FILES = /design/flow/design.v
export SDC_FILE = /design/flow/constraint.sdc
export NUM_CORES = 4
export LEC_CHECK = 1
export CORE_UTILIZATION = 30
</file>
<file path="flow/constraint.sdc">
current_design song_reader

set clk_period 4.9
set clk_io_pct 0.2

create_clock -name clk0 -period $clk_period [get_ports {clk}]

set non_clock_inputs [all_inputs -no_clocks]
set_input_delay [expr $clk_period * $clk_io_pct] -clock clk0 $non_clock_inputs
set_output_delay [expr $clk_period * $clk_io_pct] -clock clk0 [all_outputs]
</file>
<file path="flow/design.v">
module dff #(parameter WIDTH = 1) (
    input clk,
    input [WIDTH-1:0] d,
    output reg [WIDTH-1:0] q
);
    always @(posedge clk) 
        q <= d;
endmodule
module dffr #(parameter WIDTH = 1) (
    input clk,
    input r,
    input [WIDTH-1:0] d,
    output reg [WIDTH-1:0] q
);
    always @ (posedge clk) 
        if (r) 
            q <= {WIDTH{1'b0}};
        else
            q <= d;
endmodule
module dffre #(parameter WIDTH = 1) (
    input clk,
    input r,
    input en,
    input [WIDTH-1:0] d,
    output reg [WIDTH-1:0] q
);
    always @(posedge clk)
        if (r)
            q <= {WIDTH{1'b0}};
        else if (en)
            q <= d;
        else
            q <= q;
endmodule
module song_reader(  	
			input clk,
			input reset,
			input play,
			input wire [1:0] song, 
			input note_done,
			output song_done,
			output wire [5:0] note,
			output [5:0] duration,
			output new_note);
wire on;
wire [2:0] next;
reg [2:0] next1;
wire [2:0] state;
wire [6:0] address;
wire [4:0] next_add;
reg [4:0] next_add1;
wire [11:0] rom_out;
wire [4:0] addr;
reg ready;
reg done;
assign address = {song, addr};
dffr is_on ( .clk(clk), .r(reset), .d(play), .q(on));
dffr #(3'd5) address_value ( .clk(clk), .r(reset), .d(next_add), .q(addr));
dffr #(2'b11) reader_state( .clk(clk), .r(reset), .d(next), .q(state));
song_rom songs( .clk(clk), .addr(address), .dout(rom_out));
always @(*) begin
if(on)
	case(state)
		3'b000: begin
				next1 = 3'b001;
				next_add1 = addr;
				ready = 0;
				done = 0;
			end
		3'b001: begin     
				if(next_add1 == 5'b11111) 
					done = 1;
				else
					done = 0;
				next_add1 = addr + 5'b1;
				next1 = 3'b010;
				ready = 0;
			end
		3'b010: begin
				next1 = 3'b011;
				next_add1 = addr;
				ready = 1;
				done = 0;
			end
		3'b011:  begin	 
				if(rom_out == 12'b0) 
					done = 1;
				else 
					done = 0;
				next1 = 3'b100;
				next_add1 = addr;
				ready = 0;
			end
		3'b100: begin
				if(note_done) next1 = 3'b001;
				else next1 = 3'b100;
				next_add1 = addr;
				ready = 0;
				done = 0;
			end
		default: begin
				next1 = next;
				next_add1 = addr;
				ready = 0;
				done = 0;
			end
	endcase
else begin
	next1 = next;
	next_add1 = address;
	ready = 0;
	done = 0;
end
end
assign {note, duration} = rom_out;
assign next = reset ? 3'b000 : next1;
assign next_add = reset ? 5'b0 : next_add1;
assign new_note = reset ? 1'b0 : ready;
assign song_done = reset ? 1'b0 : done;
endmodule
module song_rom (
    input clk,
    input [6:0] addr,
    output reg [11:0] dout
);  
    wire [11:0] memory [127:0];
    always @(posedge clk)                       
        dout = memory[addr];                    
    assign memory[   0  ] = {6'd49, 6'd12}  ;    
    assign memory[   1  ] = {6'd1, 6'd8}    ;    
    assign memory[   2  ] = {6'd51, 6'd12}  ;    
    assign memory[   3  ] = {6'd3, 6'd8}    ;    
    assign memory[   4  ] = {6'd52, 6'd12}  ;    
    assign memory[   5  ] = {6'd4, 6'd8}    ;    
    assign memory[   6  ] = {6'd54, 6'd12}  ;    
    assign memory[   7  ] = {6'd6, 6'd8}    ;    
    assign memory[   8  ] = {6'd56, 6'd12}  ;    
    assign memory[   9  ] = {6'd8, 6'd8}    ;    
    assign memory[  10  ] = {6'd57, 6'd12}  ;    
    assign memory[  11  ] = {6'd9, 6'd8}    ;    
    assign memory[  12  ] = {6'd59, 6'd12}  ;    
    assign memory[  13  ] = {6'd11, 6'd8}   ;    
    assign memory[  14  ] = {6'd13, 6'd12}  ;    
    assign memory[  15  ] = {6'd25, 6'd8}   ;    
    assign memory[  16  ] = {6'd15, 6'd12}  ;    
    assign memory[  17  ] = {6'd27, 6'd8}   ;    
    assign memory[  18  ] = {6'd16, 6'd12}  ;    
    assign memory[  19  ] = {6'd28, 6'd8}   ;    
    assign memory[  20  ] = {6'd18, 6'd12}  ;    
    assign memory[  21  ] = {6'd30, 6'd8}   ;    
    assign memory[  22  ] = {6'd20, 6'd12}  ;    
    assign memory[  23  ] = {6'd32, 6'd8}   ;    
    assign memory[  24  ] = {6'd21, 6'd12}  ;    
    assign memory[  25  ] = {6'd33, 6'd8}   ;    
    assign memory[  26  ] = {6'd23, 6'd12}  ;    
    assign memory[  27  ] = {6'd35, 6'd8}   ;    
    assign memory[  28  ] = {6'd37, 6'd0}   ;    
    assign memory[  29  ] = {6'd37, 6'd0}   ;    
    assign memory[  30  ] = {6'd0, 6'd0}    ;    
    assign memory[  31  ] = {6'd0, 6'd0}    ;    
    assign memory[  32  ] = {6'd35, 6'd36}  ;    
    assign memory[  33  ] = {6'd42, 6'd36}  ;    
    assign memory[  34  ] = {6'd38, 6'd54}  ;    
    assign memory[  35  ] = {6'd37, 6'd18}  ;    
    assign memory[  36  ] = {6'd35, 6'd18}  ;    
    assign memory[  37  ] = {6'd38, 6'd18}  ;    
    assign memory[  38  ] = {6'd37, 6'd18}  ;    
    assign memory[  39  ] = {6'd35, 6'd18}  ;    
    assign memory[  40  ] = {6'd34, 6'd18}  ;    
    assign memory[  41  ] = {6'd37, 6'd18}  ;    
    assign memory[  42  ] = {6'd30, 6'd36}  ;    
    assign memory[  43  ] = {6'd35, 6'd18}  ;    
    assign memory[  44  ] = {6'd30, 6'd18}  ;    
    assign memory[  45  ] = {6'd37, 6'd18}  ;    
    assign memory[  46  ] = {6'd30, 6'd18}  ;    
    assign memory[  47  ] = {6'd38, 6'd18}  ;    
    assign memory[  48  ] = {6'd37, 6'd9}   ;    
    assign memory[  49  ] = {6'd35, 6'd9}   ;    
    assign memory[  50  ] = {6'd37, 6'd18}  ;    
    assign memory[  51  ] = {6'd30, 6'd18}  ;    
    assign memory[  52  ] = {6'd35, 6'd18}  ;    
    assign memory[  53  ] = {6'd30, 6'd9}   ;    
    assign memory[  54  ] = {6'd35, 6'd9}   ;    
    assign memory[  55  ] = {6'd37, 6'd18}  ;    
    assign memory[  56  ] = {6'd30, 6'd9}   ;    
    assign memory[  57  ] = {6'd37, 6'd9}   ;    
    assign memory[  58  ] = {6'd38, 6'd18}  ;    
    assign memory[  59  ] = {6'd37, 6'd9}   ;    
    assign memory[  60  ] = {6'd35, 6'd9}   ;    
    assign memory[  61  ] = {6'd37, 6'd9}   ;    
    assign memory[  62  ] = {6'd30, 6'd9}   ;    
    assign memory[  63  ] = {6'd42, 6'd9}   ;    
    assign memory[  64  ] = {6'd43, 6'd6}   ;    
    assign memory[  65  ] = {6'd44, 6'd8}   ;    
    assign memory[  66  ] = {6'd0, 6'd34}   ;    
    assign memory[  67  ] = {6'd46, 6'd6}   ;    
    assign memory[  68  ] = {6'd47, 6'd8}   ;    
    assign memory[  69  ] = {6'd0, 6'd34}   ;    
    assign memory[  70  ] = {6'd43, 6'd6}   ;    
    assign memory[  71  ] = {6'd44, 6'd8}   ;    
    assign memory[  72  ] = {6'd0, 6'd10}   ;    
    assign memory[  73  ] = {6'd46, 6'd6}   ;    
    assign memory[  74  ] = {6'd47, 6'd8}   ;    
    assign memory[  75  ] = {6'd0, 6'd10}   ;    
    assign memory[  76  ] = {6'd52, 6'd6}   ;    
    assign memory[  77  ] = {6'd51, 6'd8}   ;    
    assign memory[  78  ] = {6'd0, 6'd10}   ;    
    assign memory[  79  ] = {6'd44, 6'd6}   ;    
    assign memory[  80  ] = {6'd47, 6'd8}   ;    
    assign memory[  81  ] = {6'd0, 6'd10}   ;    
    assign memory[  82  ] = {6'd51, 6'd6}   ;    
    assign memory[  83  ] = {6'd50, 6'd56}  ;    
    assign memory[  84  ] = {6'd49, 6'd8}   ;    
    assign memory[  85  ] = {6'd47, 6'd8}   ;    
    assign memory[  86  ] = {6'd44, 6'd8}   ;    
    assign memory[  87  ] = {6'd42, 6'd8}   ;    
    assign memory[  88  ] = {6'd44, 6'd40}  ;    
    assign memory[  89  ] = {6'd0, 6'd60}   ;    
    assign memory[  90  ] = {6'd43, 6'd6}   ;    
    assign memory[  91  ] = {6'd44, 6'd14}  ;    
    assign memory[  92  ] = {6'd0, 6'd28}   ;    
    assign memory[  93  ] = {6'd46, 6'd6}   ;    
    assign memory[  94  ] = {6'd47, 6'd16}  ;    
    assign memory[  95  ] = {6'd0, 6'd26}   ;    
    assign memory[  96  ] = {6'd0, 6'd0}    ;    
    assign memory[  97  ] = {6'd0, 6'd0}    ;    
    assign memory[  98  ] = {6'd0, 6'd0}    ;    
    assign memory[  99  ] = {6'd0, 6'd0}    ;    
    assign memory[  100 ] = {6'd0, 6'd0}    ;    
    assign memory[  101 ] = {6'd0, 6'd0}    ;    
    assign memory[  102 ] = {6'd0, 6'd0}    ;    
    assign memory[  103 ] = {6'd0, 6'd0}    ;    
    assign memory[  104 ] = {6'd0, 6'd0}    ;    
    assign memory[  105 ] = {6'd0, 6'd0}    ;    
    assign memory[  106 ] = {6'd0, 6'd0}    ;    
    assign memory[  107 ] = {6'd0, 6'd0}    ;    
    assign memory[  108 ] = {6'd0, 6'd0}    ;    
    assign memory[  109 ] = {6'd0, 6'd0}    ;    
    assign memory[  110 ] = {6'd0, 6'd0}    ;    
    assign memory[  111 ] = {6'd0, 6'd0}    ;    
    assign memory[  112 ] = {6'd0, 6'd0}    ;    
    assign memory[  113 ] = {6'd0, 6'd0}    ;    
    assign memory[  114 ] = {6'd0, 6'd0}    ;    
    assign memory[  115 ] = {6'd0, 6'd0}    ;    
    assign memory[  116 ] = {6'd0, 6'd0}    ;    
    assign memory[  117 ] = {6'd0, 6'd0}    ;    
    assign memory[  118 ] = {6'd0, 6'd0}    ;    
    assign memory[  119 ] = {6'd0, 6'd0}    ;    
    assign memory[  120 ] = {6'd0, 6'd0}    ;    
    assign memory[  121 ] = {6'd0, 6'd0}    ;    
    assign memory[  122 ] = {6'd0, 6'd0}    ;    
    assign memory[  123 ] = {6'd0, 6'd0}    ;    
    assign memory[  124 ] = {6'd0, 6'd0}    ;    
    assign memory[  125 ] = {6'd0, 6'd0}    ;    
    assign memory[  126 ] = {6'd0, 6'd0}    ;    
    assign memory[  127 ] = {6'd0, 6'd0}    ;    
endmodule                           
</file>
<file path="flow/run.sh">
#!/bin/bash
# OpenROAD 26Q1-2900-gdf79404cd8, Yosys 0.63+post, stock flow scripts
make -C /OpenROAD-flow-scripts/flow DESIGN_CONFIG=/design/flow/config.mk WORK_HOME=/design/flow/orfs finish
</file>
==> run_results.csv <==
group,metric,value,unit
setup_path,critPathRequiredTime,3920,ps
drt,totalWireLength,8700,um
setup_path,critPathKind,"input pin to primary output",
finish,area_growth,8.67,%
global_routing,grt_max_degree,50,
drt,ant_nets,0,
setup_path,slowest_delay,640,ps
timing,skew,1.49,ps
floorplanning,ios,20,
floorplanning,dieArea,8940,um^2
floorplanning,die_h,94.5,um
floorplanning,row_count,33,
global_routing,grt_usage,20.4,%
timing,fin_setup_tns,0,ps
finish,lay_top_count,"nor2_1",
setup_path,crit_chain,"clkdlybuf4s50_1, nor3_1, nand4_1, o21ai_1, clkdlybuf4s50_1",
synth,ys_seq_elements,24,
drt,drc,0,
floorplanning,fp_util,31.1,%
synth,ys_cells,359,
synth,flop_cell,"dfxtp_1",
synth,synth-area-yosys,2570,um^2
timing,unclocked_regs,3,
global_routing,grt.overflow.total,0,
clock_network,path_clk_slew,70,ps
power_and_ir_drop,p_per_area,129,nW/um^2
finish,layout_top_cells,"nor2_1, a21oi_1, nor3_1, dfxtp_1",
timing,fmax,0.280,GHz
clock_network,cts-root-buf,"clkbuf_8",
setup_path,worst_path_max_delay_cell,"clkdlybuf4s50_1",
synth,enable_flop_cells,0,
global_routing,grt_pass1_vias,2539,
flow_run,cap_violations,0,
timing,finalHoldViolCount,0,
power_and_ir_drop,power_leakage,0.973,nW
synth,yosysWarnings,8,
floorplanning,fp.coreArea,8260,um^2
drt,avgRoutedWirePerCell,19.0,um
drt,viasPerCell,6.14,
clock_network,clock_path_buffers,2,
setup_path,cpMostUsedCell,"clkdlybuf4s50_1",
clock_network,post_cts.repair.setup_buffers,0,
drt,drt_iter0_markers,277,
clock_network,clkLatencyLatePin,250,ps
clock_network,cts_tree,"built",
global_routing,grt_pass1_wl,13800,um
global_routing,antenna_found_initial,0,
global_routing,use_met1,30.3,%
clock_network,cts_max_level,1,
synth,synthCells,359,
synth,synth_top_cell_by_area,"dfxtp_1",
finish,fillerInstances,900,
drt,antennaDiodeCount,0,
placement,io_buffers,19,
synth,top_area_share,16.4,%
timing,drv_slew,0,
setup_path,end_kind,"primary output",
placement,hpwlAfterDp,6370,um
synth,synthDistinctLibCells,75,
timing,setup_slack,1330,ps
clock_network,cts_hold_buf,0,
setup_path,arrival,2590,ps
status,outcome,"finished clean",
setup_path,startpoint_type,"input pin",
finish,drive_gt1_share,8.47,%
timing,worst_pin_slew,828,ps
clock_network,cts-buffers-inserted,3,
power_and_ir_drop,ir_drop,67.9,uV
floorplanning,dieWidth,94.5,um
global_routing,grtUsageMet2,31.3,%
drt,drtPass1Iterations,6,
synth,async_flop_share,0,%
timing,setup-violations-final,0,
timing,rsz0062_at_grt,"no",
synth,topCellsByArea,"dfxtp_1, a21oi_1, nor2_1",
timing,fin_crit,3570,ps
synth,netlist_area,2570,um^2
timing,untimed_endpoints,3,
setup_path,cp_max_fo,13,
flow_run,tool_warnings,30,
timing,relSlewSlack,44.4,%
synth,syn_area_per_cell,7.16,um^2
clock_network,cts_resized,0,
hold_path,hold_class,"flop to flop",
timing,finalCritPeriodShare,72.9,%
placement,place_ws,1210,ps
drt,num_vias,2816,
global_routing,grtUsageMet3,1.80,%
placement,gp_congestion,1.05,
global_routing,top_usage_layer,"met2",
[per-stage QoR]
step                      hold slack [ps]  util [%]  power [mW]  area (um^2)  instances
after floorplan                       582         -       0.227         2570        359
after global placement                627      33.2       0.257         2750        455
after detailed placement              633      33.2       0.256         2750        455
after CTS                             644      33.8       0.365         2790        459
after global routing                  696      33.8       0.379         2790        459
final                                 638      33.8       0.361         2790        459
[worst max-delay path: cells and delay by family]
kind,cells,cell delay [ps]
AND/OR/NAND/NOR,2,400
AND-OR/OR-AND,1,100
buffers and inverters,2,1110
[worst paths after layout]
check / slack (ps) / from / cells past startpoint / endpoint
worst max-delay path: 1330 / reset / 5 / song_done
worst min-delay path: 640 / address_value.q[0] / 2 / address_value.q[0]
worst max register to register: 1950 / address_value.q[0] / 9 / songs.dout[2]
worst min register to register: 640 / address_value.q[0] / 2 / address_value.q[0]
[per-layer routing]
layer,up-vias,part of all wire [%]
met5,-,0
met4,0,4.2
met3,26,6.8
met2,152,43
met1,1305,46
li1,1333,-
[flip-flops by register name, summed over array words and instances (netlist names)]
name and count:
songs.dout 12, next1 3, is_on.q 1, address_value.q 5
reader_state.q 3
[cells by family after synthesis]
group	count (synthesis)	share of synthesized area, %
and+or+nand+nor	168	36.0
AOI/OAI and AO/OA	105	29.0
buffers and inverters	45	9.50
DFF	21	16.4
xor gates and xnor gates	7	2.68
adders and majority gates	6	2.92
muxes	4	1.75
latches	3	1.75
[Yosys cell counts, types with 4 or more instances]
cell	instances
nor2_1	32
a21oi_1	27
nor3_1	23
dfxtp_1	21
nand3_1	19
nand2_1	18
nor2b_1	17
o21ai_0	16
buf_2	15
nand2b_1	12
clkbuf_1	10
nor4_1	10
inv_1	8
nand4_1	8
o31ai_1	7
ha_1	6
buf_6	5
nor3b_1	5
a32o_1	4
buf_1	4
o21ai_1	4
[area by class of cell]
class                   instances  area, um^2  share of cell area (%)
clock inverters                 1        5.00                   0.179
flip-flops and latches         24         467                    16.7
inverters                       8        30.0                    1.08
well taps                     105         131                    4.71
repair buffers                 28         258                    9.23
clock buffers                   3        41.3                    1.48
multi-input cells             290        1860                    66.6
[report_power, final]
group	internal [mW]	total (mW)	switching, mW	leakage [nW]
clock	0.0565	0.109	0.0521	0.0255
combinational	0.0324	0.0670	0.0346	0.751
sequential	0.180	0.186	0.00540	0.197
total	0.269	0.361	0.0922	0.973
Power and IR drop assume default switching activity.
