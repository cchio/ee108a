===== ./design.v =====
module dff #(parameter WIDTH = 1) (
    input clk,
    input [WIDTH-1:0] d,
    output reg [WIDTH-1:0] q
);
    always @(posedge clk) 
        q <= d;
endmodule
module dffr #(parameter WIDTH = 1) (
    input clk,
    input r,
    input [WIDTH-1:0] d,
    output reg [WIDTH-1:0] q
);
    always @ (posedge clk) 
        if (r) 
            q <= {WIDTH{1'b0}};
        else
            q <= d;
endmodule
module dffre #(parameter WIDTH = 1) (
    input clk,
    input r,
    input en,
    input [WIDTH-1:0] d,
    output reg [WIDTH-1:0] q
);
    always @(posedge clk)
        if (r)
            q <= {WIDTH{1'b0}};
        else if (en)
            q <= d;
        else
            q <= q;
endmodule
module one_pulse(
    input clk,
    input reset,
    input in,         
    output wire out   
);
    wire last_value;
    dffr last_value_storage(.clk(clk), .r(reset), .d(in), .q(last_value));
    assign out = ~last_value & in;
endmodule
module flip_conditioner (
   input clk,
   input reset,
   input wave_display_idle,
   input wave_capture_fsm_is_active,
   output flip_read_index
);
    wire flip_condition = wave_display_idle & ~wave_capture_fsm_is_active;
    wire flip_condition_pulsed;
    one_pulse flip_condition_pulser (
        .clk(clk),
        .reset(reset),
        .in(flip_condition),
        .out(flip_condition_pulsed)
    );
    wire buffer_finished;
    reg next_buffer_finished;
    always @(*) begin
        if (wave_capture_fsm_is_active)
            next_buffer_finished = 1'b1;
        else if (buffer_finished)
            next_buffer_finished = flip_condition_pulsed;
        else
            next_buffer_finished = 1'b0;
    end
    dffr buffer_finished_flop (
        .clk(clk),
        .r(reset),
        .d(next_buffer_finished),
        .q(buffer_finished)
    );
    assign flip_read_index = flip_condition_pulsed & buffer_finished;
endmodule
module preset_counter #(parameter WIDTH=4,parameter MAX=15) (
    input clk,
    input reset,
    input beat,
    input enable,
    output [WIDTH-1:0] count
);
    reg  [WIDTH-1:0] next_cnt;
    dffr #(.WIDTH(WIDTH)) cnt(
        .clk(clk),
        .r(reset),
        .d(next_cnt),
        .q(count)
    );
    always @(*) begin
        if (reset) next_cnt = 0;
        else if (enable && beat) next_cnt = (count == MAX) ? 0 : count + 1;
        else next_cnt = count;
    end
endmodule
module ram_1w2r #(parameter WIDTH = 8, parameter DEPTH = 8) (
    input clka,
    input wea,
    input [DEPTH-1:0] addra,
    input [WIDTH-1:0] dina,
    output wire [WIDTH-1:0] douta,
    input clkb,
    input [DEPTH-1:0] addrb,
    output wire [WIDTH-1:0] doutb
);
    reg [WIDTH-1:0] RAM [(2**DEPTH)-1:0];
    reg [DEPTH-1:0] read_addra;
    reg [DEPTH-1:0] read_addrb;
    always @(posedge clka) begin
        if (wea == 1'b1)
            RAM[addra] <= dina;
        read_addra <= addra;
    end
    always @(posedge clkb)
        read_addrb <= addrb;
    assign douta = RAM[read_addra];
    assign doutb = RAM[read_addrb];
endmodule
module wave_capture (
    input clk,
    input reset,
    input new_sample_ready,
    input [15:0] new_sample_in,
    input wave_display_idle,
    output [8:0] write_address,
    output write_enable,
    output [7:0] write_sample,
    output read_index
);
    wire [15:0] curr_sample_out, prev_sample_out;
    reg [15:0] curr_sample_in, prev_sample_in;
    wire zero_crossing = ((prev_sample_out[15] == 1'b1) &&
      (curr_sample_out[15] == 1'b0));
    dffr #(.WIDTH(16)) currSample (
        .clk(clk),
        .r(reset),
        .d(curr_sample_in),
        .q(curr_sample_out)
    );
    dffr #(.WIDTH(16)) prevSample (
        .clk(clk),
        .r(reset),
        .d(prev_sample_in),
        .q(prev_sample_out)
    );
    always @(*) begin
        if (reset) begin
            curr_sample_in = 16'b0;
            prev_sample_in = 16'b0;
        end
        else if (new_sample_ready) begin
            prev_sample_in = curr_sample_out;
            curr_sample_in = new_sample_in;
        end
        else begin
            curr_sample_in = curr_sample_out;
            prev_sample_in = prev_sample_out;
        end
    end
    wire curr_state_out;
    reg curr_state_in;
    dffr fsm (
        .clk(clk),
        .r(reset),
        .d(curr_state_in),
        .q(curr_state_out)
    );
    always @(*) begin
        if (curr_state_out == 1'b0)
            curr_state_in = (zero_crossing) ? 1'b1 : 1'b0;
        else
            curr_state_in = (done_writing) ? 1'b0 : 1'b1;
    end
    wire flip_index;
    flip_conditioner fc (
        .clk(clk),
        .reset(reset),
        .wave_display_idle(wave_display_idle),
        .wave_capture_fsm_is_active(curr_state_out),
        .flip_read_index(flip_index)
    );
    dffre index (
        .clk(clk),
        .r(reset),
        .en(flip_index),
        .d(~read_index),
        .q(read_index)
    );
    assign write_sample = 8'd128 - new_sample_in[15:8];
    assign write_address = {~read_index, counter};
    wire [7:0] counter;
    preset_counter #(.WIDTH(8),.MAX(~8'b0)) cnt (
        .clk(clk),
        .reset(reset),
        .beat(new_sample_ready),
        .enable(curr_state_out || (counter != 8'b0)),
        .count(counter)
    );
    reg [2:0] write_enable_in;
    wire [2:0] write_enable_out;
    dffr #(.WIDTH(3)) wr_en (
        .clk(clk),
        .r(reset),
        .d(write_enable_in),
        .q(write_enable_out)
    );
    assign write_enable = (write_enable_out == 2'b11) ? 1'b1 : 1'b0;
    always @(*) begin
        if (new_sample_ready && curr_state_out) write_enable_in = 1'b1;
        else if (~new_sample_ready & ~curr_state_out & zero_crossing)
            write_enable_in = 1'b1;
        else if (write_enable_out == 3'b100) write_enable_in = 1'b0;
        else if (write_enable_out) write_enable_in = write_enable_out + 1'b1;
        else write_enable_in = write_enable_out;
    end
    wire done_writing;
    assign done_writing = (curr_state_out & write_enable & (counter == ~(8'b0))) ?
      1'b1 : 1'b0;
endmodule
module wave_display(
    	input clk,
  	input reset,
	input [10:0] x,
	input [9:0] y,
	input valid,
	input read_index,
	input [7:0] read_value,
	output [8:0] read_address,
	output valid_pixel,
	output [7:0] r,
	output [7:0] g,
	output [7:0] b
);
reg area_is_valid;
wire [7:0] short_y;
assign short_y = y[8:1];
wire [7:0] ram_prev;
dffr #(4'd8) ram_value_ff(.clk(clk), .r(reset), .d(read_value), .q(ram_prev));
wire [7:0] y_curr;
dffr #(4'd8) y_ff(.clk(clk), .r(reset), .d(short_y), .q(y_curr));
always @ (*) begin
	if ((x[10:8] == 3'b000) || (x[10:8] >= 3'b011) ||
	    ~valid || y[9]) 
		area_is_valid = 1'b0;
	else
		area_is_valid = 1'b1;
end  
wire right_side;
assign right_side = (x[10:8] == 3'b010);
assign read_address = {read_index, right_side, x[7:1]};
reg point_is_valid;
always @(*) begin
	if(x <= 11'b00100000001)
		point_is_valid = 0;  
	else begin
		if(ram_prev > read_value) begin  
			if( (ram_prev > y_curr) && (read_value <= y_curr) )
				point_is_valid = 1'b1;
			else
				point_is_valid = 1'b0;
		end
		else if (( ram_prev == y_curr) && (read_value == y_curr) )
			point_is_valid = 1'b1;
		else begin  
			if( (ram_prev < y_curr) && (read_value >= y_curr) )
				point_is_valid = 1'b1;
			else
				point_is_valid = 1'b0;
		end
	end
end
assign valid_pixel = point_is_valid && area_is_valid;
assign r = valid_pixel ? 8'hFF : 8'h0;
assign g = valid_pixel ? 8'hFF : 8'h0;
assign b = valid_pixel ? 8'hFF : 8'h0;
endmodule
module wave_display_top(
    input clk,
    input reset,
    input new_sample,
    input [15:0] sample,
    input [10:0] x,   
    input [9:0]  y,   
    input valid,
    input vsync,
    output [7:0] r,
    output [7:0] g,
    output [7:0] b
);
    wire [7:0] read_sample, write_sample;
    wire [8:0] read_address, write_address;
    wire read_index;
    wire write_en;
    wave_capture wc(
        .clk(clk),
        .reset(reset),
        .new_sample_ready(new_sample),
        .new_sample_in(sample),
        .write_address(write_address),
        .write_enable(write_en),
        .write_sample(write_sample),
        .wave_display_idle(vsync),
        .read_index(read_index)
    );
    ram_1w2r #(.WIDTH(8), .DEPTH(9)) sample_ram(
        .clka(clk),
        .clkb(clk),
        .wea(write_en),
        .addra(write_address),
        .dina(write_sample),
        .douta(),
        .addrb(read_address),
        .doutb(read_sample)
    );
    wire valid_pixel;
    wire [7:0] wd_r, wd_g, wd_b;
    wave_display wd(
        .clk(clk),
        .reset(reset),
        .x(x),
        .y(y),
        .valid(valid),
        .read_address(read_address),
        .read_value(read_sample),
        .read_index(read_index),
        .valid_pixel(valid_pixel),
        .r(wd_r), .g(wd_g), .b(wd_b)
    );
    assign {r, g, b} = valid_pixel ? {wd_r, wd_g, wd_b} : {3{8'b0}};
endmodule

===== ./config.mk =====
export PLATFORM = sky130hd
export DESIGN_NAME = wave_display_top
export DESIGN_NICKNAME = wave_display_top
export VERILOG_FILES = /design/flow/design.v
export SDC_FILE = /design/flow/constraint.sdc
export NUM_CORES = 4
export LEC_CHECK = 1
export CORE_UTILIZATION = 40

===== ./constraint.sdc =====
current_design wave_display_top

set clk_period 91.4
set clk_io_pct 0.2

create_clock -name clk0 -period $clk_period [get_ports {clk}]

set non_clock_inputs [all_inputs -no_clocks]
set_input_delay [expr $clk_period * $clk_io_pct] -clock clk0 $non_clock_inputs
set_output_delay [expr $clk_period * $clk_io_pct] -clock clk0 [all_outputs]

===== ./run.sh =====
#!/bin/bash
# OpenROAD 26Q1-2900-gdf79404cd8, Yosys 0.63+post, stock flow scripts
make -C /OpenROAD-flow-scripts/flow DESIGN_CONFIG=/design/flow/config.mk WORK_HOME=/design/flow/orfs finish

==> flow_summary_export.csv <==
group,metric,value,unit
pwr,p_int,3.13,mW
cells_and_area,stdcell_area,182000,µm²
sta,whs,0.522,ns
global_route,grt_pass1_wl,603000,µm
setup_path,critPathRequiredTime,73.12,ns
synthesis,syn_area_per_cell,19.9,µm²
detailed_routing,viasPerCell,5.68,
synthesis,ys_cells,8142,
synthesis,async_reset_ff_share,0,%
synthesis,top_cell,"edfxtp_1",
setup_path,endpoint,"b[3]",
pwr,power_frac_clock,42.0,%
setup_path,worstSetupPathType,"primary input to output pin",
synthesis,synth_top_area_share,75.8,%
floorplan,die_w,639,µm
setup_path,worst-path-max-fanout,24,
hold_path,hold_class,"register to register",
synthesis,top_area_cell,"edfxtp_1",
clocking,htree_num_levels,5,
setup_path,end_kind,"output pin",
setup_path,startpoint,"x[1]",
placed_design,placed_area,169000,µm²
clocking,clk_latency,0.97,ns
hold_path,worstHoldPathCells,2,
run_status,status,"complete, no violations",
pwr,p_leak,56.9,nW
global_route,grt_max_degree,134,
sta,post-route-period-util,42.6,%
run,cap_violations,0,
cells_and_area,fin_cells,14100,
sta,tightest_slew,1.33,ns
setup_path,cp_num_cells,8,
sta,finalHoldViolations,0,
global_route,use_met2,33.1,%
clocking,cts_tree,"yes",
detailed_routing,drt-initial-drc-count,5464,
placed_design,dp_cells,13300,
synthesis,synth.distinct_cells,76,
synthesis,synthTopCellsByCount,"edfxtp_1 (4096), mux4_2 (756), nor2_1 (630)",
setup_path,slowest_stage,"or4b_2",
clocking,cts_resized,0,
sta,setup_viol,0,
floorplan,die_h,639,µm
setup_path,start_kind,"primary input",
floorplan,num_rows,233,
setup_path,max_stage_delay,0.63,ns
pwr,netSwitchingPower,839,µW
clocking,cts_made_buffers,402,
global_route,met1_usage,26.3,%
detailed_routing,drc,0,
synthesis,edf_count,4096,
sta,rsz0062_at_grt,"false",
global_route,grt_pass1_vias,87200,
pwr,total_power,3.97,mW
detailed_routing,dr.pass1.iters,5,
pwr,pwr_density_cell,21.8,nW/µm²
synthesis,topCellsByArea,"edfxtp_1 (76%), mux4_2 (10%), mux2i_1 (3.8%)",
setup_path,crit_path_frequent_cell,"clkdlybuf4s50_1",
global_route,grt_busiest_layer,"met2",
pwr,swShare,21.1,%
sta,max_freq,25.7,MHz
synthesis,ys_seq_share,76.3,%
pwr,combPwrFrac,5.1,%
clocking,cts.sinks,4138,
global_route,grt.met3_usage,17.6,%
placed_design,portBuffers,55,
detailed_routing,dr_total_vias,80100,
setup_path,r2r_cells,13,
cells_and_area,fill_cells,32900,
sta,finClkSkew,0.0521,ns
detailed_routing,routed_wl,418000,µm
pwr,vdd_drop_max,0.0154,mV
synthesis,flop_cell,"edfxtp_1",
setup_path,reg2reg_to,"wd.ram_value_ff.q[4]",
setup_path,path_cells,"clkdlybuf4s50_1 > nor3_1 > a21oi_1 > mux2i_1 > or4b_2 > a211oi_2 > buf_4 > clkdlybuf4s50_1",
cells_and_area,layout-drive-gt1-share,19.9,%
detailed_routing,wl_per_cell,29.6,µm
sta,relSlewSlack,11.1,%
cells_and_area,area_growth,12.3,%
floorplan,chipArea,408000,µm²
clocking,path_clk_slew,0.06,ns
global_route,antenna_found_initial,15,
synthesis,ys_chip_area,162000,µm²
clocking,cts_buffer_depth,4,
synthesis,synth.cell_area,162000,µm²
clocking,postCtsSetupRepairBufs,0,
placed_design,place_congestion,0.900,
detailed_routing,ant_nets,0,
floorplan,coreArea,403000,µm²
setup_path,critPathTopFamily,"buffers and inverters",
clocking,cts_hold_buf,0,
sta,slew_violations,0,
global_route,overflow,0,
placed_design,hpwl,258000,µm
setup_path,arrival,20.65,ns
clocking,cts.root.buffer_cell,"clkbuf_16",
synthesis,ys_ff,4138,
floorplan,initCoreUtil,40.2,%
synthesis,synth_warnings,11,
global_route,grt_usage,22.6,%
run,warnings,49,
pwr,p_seq_share,53.0,%
sta,tns,0,ns
setup_path,path_buffers,3,
floorplan,io_pins,66,
setup_path,r2r_slack,84.40,ns
synthesis,synthCells,8142,
sta,period_minus_slack,38.93,ns
power by group through the flow:
| stage | sequential [mW] | combinational (mW) | clock (mW) |
|---|---|---|---|
| 6_report | 2.10 | 0.201 | 1.66 |
| 5_1_grt | 2.10 | 0.216 | 1.76 |
| 4_1_cts | 2.10 | 0.203 | 1.69 |
per-layer routing:
layer	routed length, µm	up-vias
li1	-	34000
met1	133000	40600
met2	197000	4567
met3	72800	765
met4	14400	24
met5	946	-
through the flow:
stage	utilization [%]	worst slack [ns]
2_1_floorplan	-	52.36
3_3_place_gp	41.9	52.43
3_5_place_dp	41.9	52.45
4_1_cts	45.2	52.43
5_1_grt	45.2	52.35
6_report	45.2	52.47
how the worst min path moves through the flow:
stage	start	endpoint	slack, ns
final	wc.prevSample.q[15]	wc.prevSample.q[15]	0.52
after global routing	wc.prevSample.q[15]	wc.prevSample.q[15]	0.56
after CTS	wc.prevSample.q[15]	wc.prevSample.q[15]	0.53
final cells by class:
cell class | count | area, µm² | share of cell area (%)
Timing Repair Buffer | 328 | 2730 | 1.49
Tap cell | 5405 | 6760 | 3.71
Antenna cell | 13 | 32.5 | 0.0178
Clock buffer | 486 | 10600 | 5.79
Multi-Input combinational cell | 3441 | 35500 | 19.5
Sequential cell | 4138 | 124000 | 67.9
Inverter | 28 | 115 | 0.0631
Clock inverter | 258 | 2710 | 1.48
cell families (layout without fill, tap and decap cells):
| family | Yosys count | count (layout) | share of synthesized area [%] |
|---|---|---|---|
| AND-OR/OR-AND | 829 | 829 | 3.53 |
| XOR/XNOR | 13 | 13 | 0.0702 |
| adder cells (fa/ha/maj) | 32 | 32 | 0.247 |
| buffers and inverters | 563 | 1100 | 2.02 |
| flip-flops | 4138 | 4138 | 76.3 |
| multiplexers | 1422 | 1422 | 14.6 |
| other | 0 | 13 | 0 |
| AND/OR/NAND/NOR | 1145 | 1145 | 3.18 |
worst register-to-register path, cell delays in order (launching register included):
cell	delay (ns)
dfxtp_4	0.66
buf_4	0.65
buf_12	0.42
buf_4	0.83
buf_4	0.53
buf_4	0.64
mux4_2	0.35
a221oi_1	0.09
o2bb2ai_1	0.22
a2111oi_0	0.91
nand4b_1	0.23
nor3_1	0.80
a32oi_1	0.43
nor2_1	0.19
flip-flops by register name, summed over array words and instances (netlist names), named ones only:
| name | count |
|---|---|
| wc.fsm.q | 1 |
| wc.cnt.cnt.q | 8 |
| sample_ram.RAM | 4096 |
| wc.prevSample.q | 1 |
| wd.y_ff.q | 8 |
| wc.index.q | 1 |
| wc.fc.flip_condition_pulser.last_value_storage.q | 1 |
| wd.ram_value_ff.q | 8 |
| wc.fc.buffer_finished_flop.q | 1 |
| wc.wr_en.q | 3 |
| wc.currSample.q | 1 |
cells in the final DEF (no fill, tap or decap), types with 16 or more instances in the layout:
cell and n:
a2111oi_0 17, a211oi_1 24, a21oi_1 158, a221oi_1 40, a22oi_1 134, a31oi_1 22, and3_1 23, buf_4 263
bufinv_16 50, clkbuf_1 75, clkbuf_16 410, clkdlybuf4s50_1 53, clkinv_1 86, clkinv_2 76, clkinvlp_4 23, dfxtp_1 36
edfxtp_1 4096, ha_1 31, inv_1 25, mux2_2 52, mux2i_1 614, mux4_2 756, nand2_1 166, nand3_1 43
nand3_4 16, nand4_1 30, nor2_1 628, nor2b_1 20, nor3_1 73, nor4_1 32, o21ai_0 87, o221ai_1 108
o22ai_1 116
No activity file was given, so power comes from the tool's default toggle rates.
