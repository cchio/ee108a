**flow/design.v**
```verilog
module midi_msg_handler (
    input clk,
    input reset,
    input new_msg,
    input [23:0] msg,
    input [6'd4-1:0] notes_playing,
    input ready_to_update,
    input update_mixer,
    output [7:0] multiplier,
    output [13:0] controller_values,
    output [4:0] write_addr,
    output [13:0] write_values,
    output write_en,
    output update_all,
    output [6'd4-1:0] update_note,
    output reg waiting
);
    wire [5:0] num_notes = notes_playing[0] + notes_playing[1]
      + notes_playing[2] + notes_playing[3];
    reg [3:0] next_state;
    wire [3:0] curr_state;
    wire [4:0] open_note;
    wire [7:0] temp_mult;
    reg [5:0] prev_num_notes1;
    wire [5:0] prev_num_notes;
    reg [7:0] multiplier1;
    wire note_tracker_en;
    wire [4:0] note_tracker_dout;
    reg [6'd4-1:0] track_updates1;
    wire [6'd4-1:0] track_updates;
    reg track_update_all1;
    wire track_update_all;
    reg [13:0] controller_values1;
    assign write_addr = ((msg[7:4] == 4'h8) || (msg[23:16] == 8'h00))
      ? note_tracker_dout : open_note;
    assign write_values = (msg[7:4] == 4'h9) ? {msg[22:16], msg[14:8]}
      : {7'b0, msg[14:8]};
    assign write_en = (curr_state == 4'd2) ||
      ((curr_state == 4'd3) && (num_notes != 6'd32));
    assign note_tracker_en = (curr_state == 4'd3) &&
      (num_notes != 6'd4);
    assign update_all = (curr_state == 4'd6)
      ? track_update_all : 1'b0;
    assign update_note = (curr_state == 4'd6)
      ? track_updates : 4'b0;  
    dffr #(.WIDTH(4)) fsm_state (
        .clk(clk),
        .r(reset),
        .d(next_state),
        .q(curr_state)
    );
    dffr #(.WIDTH(6'd4)) note_updates_ff (
        .clk(clk),
        .r(reset),
        .d(track_updates1),
        .q(track_updates)
    );
    dffr #(.WIDTH(14)) controller_values_ff (
        .clk(clk),
        .r(reset),
        .d(controller_values1),
        .q(controller_values)
    );
    dffr update_all_ff (
        .clk(clk),
        .r(reset),
        .d(track_update_all1),
        .q(track_update_all)
    );
    dffr #(.WIDTH(8)) multiplier_ff (
        .clk(clk),
        .r(reset),
        .d(multiplier1),
        .q(multiplier)
    );
    dffr #(.WIDTH(6)) prev_num_notes_ff (
        .clk(clk),
        .r(reset),
        .d(prev_num_notes1),
        .q(prev_num_notes)
    );
    mix_multiplier_rom mult_rom (
        .clk(clk),
        .addr((num_notes > 6'b0) ? (num_notes-6'b1) : 6'b0),
        .dout(temp_mult)
    );
    ram_1w2r #(.WIDTH(5),.DEPTH(7)) note_tracker (
        .clka(clk),
        .wea(note_tracker_en),
        .addra(msg[14:8]),
        .douta(note_tracker_dout),
        .dina(open_note),
        .clkb(),
        .addrb(),
        .doutb()
    );
    next_midi_note available_note (
        .clk(clk),
        .reset(reset),
        .notes_playing(notes_playing),
        .note(open_note)
    );
    always @(*) begin
        if (reset) begin
            next_state = 4'd0;
            controller_values1 = 14'b0;
            track_update_all1 = 1'b0;
            track_updates1 = 4'b0;  
        end
        else if (curr_state == 4'd0) begin
            controller_values1 = controller_values;
            track_update_all1 = 1'b0;
            track_updates1 = 4'b0;  
            if (new_msg) next_state = 4'd1;
            else next_state = curr_state;
        end
        else if (curr_state == 4'd1) begin
            controller_values1 = controller_values;
            track_updates1 = track_updates;
            track_update_all1 = track_update_all;
            casex (msg[7:0])
              8'h8x: next_state = 4'd2;
              8'h9x: begin
                if (msg[23:16] == 8'b0) next_state = 4'd2;
                else next_state = 4'd3;
              end
              8'hBx: next_state = 4'd4;
              default: next_state = 4'd0;
            endcase
        end
        else if (curr_state == 4'd2) begin
            controller_values1 = controller_values;
            track_updates1 = track_updates | (1 << note_tracker_dout);
            track_update_all1 = track_update_all;
            next_state = 4'd5;
        end
        else if (curr_state == 4'd3) begin
            controller_values1 = controller_values;
            track_update_all1 = track_update_all;
            if (num_notes == 6'd4) begin
                next_state = 4'd0;
                track_updates1 = track_updates;
            end
            else begin
                track_updates1 = track_updates | (1 << open_note);
                next_state = 4'd5;
            end
        end
        else if (curr_state == 4'd4) begin
            track_updates1 = track_updates;
            controller_values1 = {msg[22:16], msg[14:8]};
            track_update_all1 = 1'b1;
            next_state = 4'd5;
        end
        else if (curr_state == 4'd5) begin
            controller_values1 = controller_values;
            track_update_all1 = track_update_all;
            track_updates1 = track_updates;
            if (ready_to_update) next_state = 4'd6;
            else next_state = curr_state;
        end
        else begin
            controller_values1 = controller_values;
            track_update_all1 = track_update_all;
            next_state = 4'd0;
            track_updates1 = track_updates;
        end
    end
    always @(*) begin
        if (reset) begin
            multiplier1 = 8'b0;
            prev_num_notes1 = 6'b0;
        end
        else if (num_notes != prev_num_notes) begin
            if (update_mixer) begin
                multiplier1 = temp_mult;
                prev_num_notes1 = num_notes;
            end
            else begin
                multiplier1 = multiplier;
                prev_num_notes1 = prev_num_notes;
            end
        end
        else begin
            multiplier1 = temp_mult;
            prev_num_notes1 = num_notes;
        end
    end
endmodule
module mix_multiplier_rom (
    input clk,
    input [5:0] addr,
    output reg [7:0] dout
);
    wire [7:0] memory [31:0];
    always @(posedge clk)
        dout = memory[addr];
    assign memory[0] = 8'd0;
    assign memory[1] = 8'd128;
    assign memory[2] = 8'd171;
    assign memory[3] = 8'd192;
    assign memory[4] = 8'd205;
    assign memory[5] = 8'd214;
    assign memory[6] = 8'd220;
    assign memory[7] = 8'd224;
    assign memory[8] = 8'd228;
    assign memory[9] = 8'd231;
    assign memory[10] = 8'd233;
    assign memory[11] = 8'd235;
    assign memory[12] = 8'd237;
    assign memory[13] = 8'd238;
    assign memory[14] = 8'd239;
    assign memory[15] = 8'd240;
    assign memory[16] = 8'd241;
    assign memory[17] = 8'd242;
    assign memory[18] = 8'd243;
    assign memory[19] = 8'd244;
    assign memory[20] = 8'd244;
    assign memory[21] = 8'd245;
    assign memory[22] = 8'd245;
    assign memory[23] = 8'd246;
    assign memory[24] = 8'd246;
    assign memory[25] = 8'd247;
    assign memory[26] = 8'd247;
    assign memory[27] = 8'd247;
    assign memory[28] = 8'd248;
    assign memory[29] = 8'd248;
    assign memory[30] = 8'd248;
    assign memory[31] = 8'd248;
endmodule
module next_midi_note (
    input clk,
    input reset,
    input [6'd4-1:0] notes_playing,
    output [4:0] note
);
    reg [4:0] note1;
    reg [4:0] count1;
    wire [4:0] count;
    dffr #(.WIDTH(5)) counter (
        .clk(clk),
        .r(reset),
        .d(count1),
        .q(count)
    );
    dffr #(.WIDTH(5)) note_ff (
        .clk(clk),
        .r(reset),
        .d(note1),
        .q(note)
    );
    always @(*) begin
        if (reset) begin
            count1 = 5'b0;
            note1 = 5'b0;
        end
        else if (~notes_playing[count]) begin
            count1 = 5'b0;
            note1 = count;
        end
        else begin
            count1 = (count == (6'd4-1)) ? 5'b0 : count + 1;
            note1 = note;
        end
    end
endmodule
module dff #(parameter WIDTH = 1) (
    input clk,
    input [WIDTH-1:0] d,
    output reg [WIDTH-1:0] q
);
    always @(posedge clk) 
        q <= d;
endmodule
module dffr #(parameter WIDTH = 1) (
    input clk,
    input r,
    input [WIDTH-1:0] d,
    output reg [WIDTH-1:0] q
);
    always @ (posedge clk) 
        if (r) 
            q <= {WIDTH{1'b0}};
        else
            q <= d;
endmodule
module dffre #(parameter WIDTH = 1) (
    input clk,
    input r,
    input en,
    input [WIDTH-1:0] d,
    output reg [WIDTH-1:0] q
);
    always @(posedge clk)
        if (r)
            q <= {WIDTH{1'b0}};
        else if (en)
            q <= d;
        else
            q <= q;
endmodule
module ram_1w2r #(parameter WIDTH = 8, parameter DEPTH = 8) (
    input clka,
    input wea,
    input [DEPTH-1:0] addra,
    input [WIDTH-1:0] dina,
    output wire [WIDTH-1:0] douta,
    input clkb,
    input [DEPTH-1:0] addrb,
    output wire [WIDTH-1:0] doutb
);
    reg [WIDTH-1:0] RAM [(2**DEPTH)-1:0];
    reg [DEPTH-1:0] read_addra;
    reg [DEPTH-1:0] read_addrb;
    always @(posedge clka) begin
        if (wea == 1'b1)
            RAM[addra] <= dina;
        read_addra <= addra;
    end
    always @(posedge clkb)
        read_addrb <= addrb;
    assign douta = RAM[read_addra];
    assign doutb = RAM[read_addrb];
endmodule
```
**flow/run.sh**
```bash
#!/bin/bash
# OpenROAD 26Q1-2900-gdf79404cd8, Yosys 0.63+post, stock flow scripts
make -C /OpenROAD-flow-scripts/flow DESIGN_CONFIG=/design/flow/config.mk WORK_HOME=/design/flow/orfs finish
```
**flow/config.mk**
```make
export PLATFORM = sky130hd
export DESIGN_NAME = midi_msg_handler
export DESIGN_NICKNAME = midi_msg_handler
export VERILOG_FILES = /design/flow/design.v
export SDC_FILE = /design/flow/constraint.sdc
export NUM_CORES = 4
export LEC_CHECK = 1
export CORE_UTILIZATION = 50
```
**flow/constraint.sdc**
```tcl
current_design midi_msg_handler

set clk_period 22.2
set clk_io_pct 0.2

create_clock -name clk0 -period $clk_period [get_ports {clk}]

set non_clock_inputs [all_inputs -no_clocks]
set_input_delay [expr $clk_period * $clk_io_pct] -clock clk0 $non_clock_inputs
set_output_delay [expr $clk_period * $clk_io_pct] -clock clk0 [all_outputs]
```
==> flow_metrics.py <==
# Auto-generated metrics
metrics = {
    "logic_synthesis": {
        "yosysWarnings": 12,
        "common_cells": "640 x edfxtp_1, 194 x nor2_1, 167 x mux2i_1",
        "largest_area_cell": "edfxtp_1",
        "synth_area_sq_um": 28100,
        "ys_ff": 702,
        "ys_types": 62,
        "synth.area.top_cells": "edfxtp_1 69%, mux4_2 7.9%, mux2i_1 6.0%",
        "async_flop_share_pct": 0,
        "flop_cell": "edfxtp_1",
        "edf_count": 640,
        "postSynthCellCount": 1648,
        "avgSynthCellArea_sq_um": 17.0,
        "yosys_area_sq_um": 28100,
        "yosys.area.top_type_share_pct": 68.5,
        "ys_cells": 1648,
        "postSynthSeqShare_pct": 72.9,
        "synth.most_common_cell": "edfxtp_1",
    },
    "global_route": {
        "grt_overflow": 0,
        "grt_pass1_wl_um": 101000,
        "grt_pass1_vias": 16000,
        "grt_max_degree": 71,
        "grtUsageTotal_pct": 27.0,
        "antenna_found_initial": 0,
    },
    "finish": {
        "finalInstanceArea_sq_um": 31800,
        "area_growth_pct": 13.2,
        "fin_util_pct": 57.4,
        "drive_gt1_share_pct": 14.7,
    },
    "clocking": {
        "insertion_delay_ns": 0.61,
        "clockBufferDepth": 3,
        "cts_tree": "built",
        "htree_num_levels": 3,
        "root_buffer": "clkbuf_16",
        "ctsHoldBuffers": 0,
        "clkTransAtPathRegs_ns": 0.06,
        "cts_sinks": 702,
        "cts_buffers": 73,
        "postCtsSetupRepairBufs": 0,
        "cts_resized": 0,
    },
    "floorplanning": {
        "core-area_sq_um": 55300,
        "fp.dieH_um": 239,
        "die_x_um": 239,
        "chipArea_sq_um": 57100,
        "ios": 81,
        "initial_utilization_pct": 50.7,
        "rows": 86,
    },
    "pwr": {
        "seq_power_share_pct": 53.3,
        "cellLeakagePower_nw": 10.1,
        "p_int_mw": 2.15,
        "ir_drop_uv": 53.6,
        "switching_power_mw": 0.594,
        "p_clk_share_pct": 41.4,
        "p_per_area_nw_per_um2": 86.4,
        "p_comb_share_pct": 5.4,
        "sw_frac_of_total_pct": 21.7,
        "finalPower_mw": 2.74,
    },
    "routing": {
        "drt_iter0_markers": 881,
        "antenna_left": 0,
        "dr.pass1.iters": 5,
        "num_vias": 15000,
        "totalWireLength_um": 67100,
        "via_per_inst": 5.90,
        "diodes": 0,
        "wire_per_inst_um": 26.4,
        "drcViolationCount": 0,
    },
    "run": {
        "openroad.warnings": 31,
        "cap_violations": 0,
    },
    "final_timing": {
        "finalSetupTns_ns": 0,
        "setup_viol": 0,
        "finalHoldViolCount": 0,
        "hold_slack_ns": 0.445,
        "final.min_clock_period_ns": 10.80,
        "rsz0062_at_grt": "no",
        "tightest_slew_ns": 0.931,
        "max_freq_ghz": 0.0926,
        "fin_skew_ns": 0.0260,
        "finalCritPeriodShare_pct": 48.7,
        "finalMaxSlewViolations": 0,
        "max-slew-margin-rel_pct": 37.8,
    },
    "place": {
        "gp_congestion": 0.920,
        "io_buffers": 74,
        "placed_area_sq_um": 29600,
        "hpwl_um": 41400,
    },
    "worst_setup_path": {
        "worstPathMaxFanout": 9,
        "critPathArrivalTime_ns": 6.36,
        "endpoint_kind": "primary output",
        "critPathLaunchType": "primary input",
        "critPathKind": "in -> out",
        "required_ns": 17.76,
    },
    "run_status": {
        "status": "complete, no violations",
    },
    "min_path": {
        "min_path_type": "reg -> reg",
    },
}
==> per-stage QoR <==
stage | setup WS (ns) | std cells
6_report | 11.40 | 2546
5_1_grt | 11.26 | 2546
4_1_cts | 11.37 | 2546
3_5_place_dp | 11.39 | 2417
3_3_place_gp | 11.38 | 2417
2_1_floorplan | 12.44 | 1648
==> layout by cell type (no fill, tap or decap), types with 8 or more instances in the layout <==
cell,count
clkbuf_1,14
edfxtp_1,640
mux2i_1,167
and2_1,16
nand2_1,53
a22oi_1,59
nor2_1,194
clkdlybuf4s50_1,74
o22ai_1,18
dfxtp_4,8
nand3_1,40
clkinv_1,15
nand4_1,14
inv_1,17
nor3_1,15
clkinv_2,13
o21ai_0,16
buf_4,41
nor2b_1,18
a21oi_1,19
mux4_2,99
a31oi_1,9
clkbuf_16,73
dfxtp_1,53
==> worst max-delay path, cell delays in order <==
cell and delay, ns:
clkdlybuf4s50_1 0.46, nor4_1 0.31, nand2_1 0.12, o31a_1 0.22
o31ai_1 0.27, clkdlybuf4s50_1 0.54
==> path summary, 6_finish.rpt <==
kind / slack (ns) / cells after the start / start / end
max: 11.40 / 6 / msg[19] / write_addr[0]
min: 0.44 / 2 / fsm_state.q[5] / fsm_state.q[3]
max reg2reg: 17.16 / 11 / flip-flop / note_updates_ff.q[1]
min reg2reg: 0.44 / 2 / fsm_state.q[5] / fsm_state.q[3]
==> sequential cells by signal, indices dropped and copies added (netlist names), named ones only <==
register	flops
note_tracker.RAM	640
mult_rom.dout	8
prev_num_notes_ff.q	3
multiplier_ff.q	8
available_note.counter.q	5
fsm_state.q	7
controller_values_ff.q	14
note_updates_ff.q	4
update_all_ff.q	1
available_note.note_ff.q	5
==> routing by layer <==
layer	vias up	routed length [um]	track usage, %
li1	6700	-	-
met1	7550	25400	41.0
met2	678	31300	38.3
met3	105	8710	15.1
met4	0	1600	5.11
met5	-	0	0.433
==> power by group through the flow <==
stage / sequential (mW) / clock [mW] / combinational, mW
CTS: 1.46 / 1.16 / 0.148
global route: 1.46 / 1.21 / 0.161
finish: 1.46 / 1.13 / 0.148
==> kinds of logic (layout without fill, tap and decap cells) <==
group	count (synthesis)	count (layout)	synth area share, %
flip-flops	702	702	72.9
adder cells (fa/ha/maj)	6	6	0.294
other	1	1	0.0134
buffers and inverters	114	264	2.17
AND/OR/NAND/NOR	376	376	5.99
AND-OR/OR-AND	169	169	4.19
XOR/XNOR	7	7	0.219
multiplexers	273	273	14.2
==> area by class of cell <==
cell class / instances / area, sq um
Clock inverter: 42 / 319
Sequential cell: 702 / 20500
Clock buffer: 87 / 1880
Timing Repair Buffer: 116 / 1070
Fill cell: 4199 / 23600
Tap cell: 748 / 936
Multi-Input combinational cell: 832 / 6990
Inverter: 19 / 71.3
No activity file was given, so power comes from the tool's default toggle rates.
